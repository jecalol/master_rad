--- ./design.v ---
module fifo_mem (data_out,fifo_full, fifo_empty, fifo_overflow, fifo_underflow,clk, rst_n, wr, rd, data_in, clear);  
  input wr, rd, clk, rst_n, clear;  
  input[7:0] data_in;  
  output[7:0] data_out;  
  output fifo_full, fifo_empty, fifo_overflow, fifo_underflow;  
  wire[4:0] wptr,rptr;  
  wire fifo_we,fifo_rd;  
  write_pointer wr_pointer(wptr, fifo_we, wr, fifo_full, clk, rst_n, clear);  
  read_pointer rd_pointer(rptr, fifo_rd, rd, fifo_empty, clk, rst_n, clear);  
  memory_array fifo_mem (data_out, data_in, clk, fifo_we, wptr, rptr);  
  status_signal fifo_status(fifo_full, fifo_empty, fifo_overflow, fifo_underflow, wr, rd, fifo_we, fifo_rd, wptr,rptr,clk,rst_n, clear);  
 endmodule  
 module memory_array (data_out, data_in, clk, fifo_we, wptr, rptr);  
  input[7:0] data_in;  
  input clk,fifo_we;  
  input[4:0] wptr,rptr;  
  output[7:0] data_out;  
  reg[7:0] data_out2[15:0];  
  wire[7:0] data_out;  
  always @(posedge clk) begin  
     if(fifo_we)  
        data_out2[wptr[3:0]] <=data_in ;  
  end  
  assign data_out = data_out2[rptr[3:0]];
 endmodule  
 module read_pointer(rptr, fifo_rd, rd, fifo_empty, clk, rst_n, clear);  
  input rd,fifo_empty,clk,rst_n, clear;  
  output[4:0] rptr;  
  output fifo_rd;  
  reg[4:0] rptr;  
  assign fifo_rd = (~fifo_empty)& rd;  
  always @(posedge clk or negedge rst_n or posedge clear) begin  
   if(~rst_n)
      rptr <= 5'b00000;  
   else if(clear)
 rptr <= 5'b00000;
   else if(fifo_rd)  
      rptr <= rptr + 5'b00001;  
   else  
      rptr <= rptr;  
  end  
 endmodule  
 module status_signal(fifo_full, fifo_empty, fifo_overflow, fifo_underflow, wr, rd, fifo_we, fifo_rd, wptr, rptr, clk, rst_n, clear);  
  input wr, rd, fifo_we, fifo_rd,clk,rst_n, clear;  
  input[4:0] wptr, rptr;  
  output fifo_full, fifo_empty, fifo_overflow, fifo_underflow;  
  wire fbit_comp, overflow_set, underflow_set;  
  wire pointer_equal;  
  reg fifo_full, fifo_empty, fifo_overflow, fifo_underflow;
  assign fbit_comp = wptr[4] ^ rptr[4];  
  assign pointer_equal = (wptr[3:0] - rptr[3:0]) ? 0:1;    
  assign overflow_set = fifo_full;  
  assign underflow_set = fifo_empty & wr;
  always @(*) begin  
     fifo_full = (~fbit_comp) & pointer_equal;  
     fifo_empty = fbit_comp & pointer_equal;  
  end
  always @(posedge clk or negedge rst_n or posedge clear) begin  
     if(~rst_n)
   fifo_overflow <=0;  
else if(clear)
fifo_overflow <=0;
     else if((overflow_set==1)&&(fifo_rd==0))  
        fifo_overflow <= 1;  
     else if(fifo_rd)  
        fifo_overflow <= 0;  
     else  
        fifo_overflow <= 1;  
  end  
  always @(posedge clk or negedge rst_n or posedge clear) begin  
     if(~rst_n)
fifo_underflow <=0;  
    else if(clear)
fifo_underflow <=0;
     else if((underflow_set==1)&&(fifo_we==0))  
        fifo_underflow <= 0;  
     else if(fifo_we)  
        fifo_underflow <= 1;  
     else  
        fifo_underflow <= 0;  
  end
 endmodule  
 module write_pointer(wptr, fifo_we, wr, fifo_full, clk, rst_n, clear);  
  input wr,fifo_full,clk,rst_n, clear;  
  output[4:0] wptr;  
  output fifo_we;  
  reg[4:0] wptr;
  assign fifo_we = (~fifo_full) & wr;
  always @(posedge clk or negedge rst_n or posedge clear) begin  
     if(~rst_n)
wptr <= 5'b00000;  
else if(clear)
wptr <= 5'b00000;  
     else if(fifo_we)
        wptr <= wptr + 5'b00001;  
     else  
        wptr <= wptr;  
  end  
 endmodule 
module master_module (clk, rst_n, enable, addr, write, read, wdata, rdata, resp);
  input logic clk;
  input logic rst_n;
  input logic enable;
  input logic [1:0] addr;
  input logic write;
  input logic read;
  input logic  [7:0] wdata;
  output logic [7:0] rdata;
  output logic resp;
  logic [7:0] fifo_data_in;
  logic fifo_wr;
  logic fifo_rd;
  logic fifo_reg_write;
  logic[7:0] STAT_REG; 
  logic[31:0] MEM_REG;  
  logic[7:0] fifo_data_out;
  logic fifo_underflow, fifo_overflow, fifo_full, fifo_empty;
  always_comb begin
fifo_rd = enable && rst_n ? (addr == 'h0) && read : 0;
fifo_wr = enable && rst_n ? (addr == 'h0) && write : 0;
fifo_data_in = enable && rst_n ? {8{fifo_wr}} &  wdata : 0;
fifo_reg_write = enable && rst_n ? (addr == 'h1 ) && write && (wdata[4] == 'h1) : 0;
  end  
  always_comb begin    
    resp = (addr == 'h2) && write && enable; 
case(addr)
  0 : rdata = fifo_data_out;
  1 : rdata = STAT_REG;
  2 : rdata = MEM_REG;
  default : rdata = 0;
endcase
  end
 assign STAT_REG[7:5] = 0;
 assign STAT_REG[4] = fifo_reg_write;
 assign STAT_REG[3] = fifo_underflow;
 assign STAT_REG[2] = fifo_overflow;
 assign STAT_REG[1] = fifo_empty;
 assign STAT_REG[0] = fifo_full;
 assign MEM_REG[31:24] = fifo_data_out;
 assign MEM_REG[7:0] = fifo_data_in;
 assign MEM_REG[8] = fifo_wr- fifo_rd;
 assign MEM_REG[23:9] =0;
  fifo_mem fifo_mem(
    .data_out(fifo_data_out),
    .fifo_full(fifo_full),
    .fifo_empty(fifo_empty),
    .fifo_overflow(fifo_overflow),
    .fifo_underflow(fifo_underflow),
    .clk(clk),
    .rst_n(rst_n),
    .wr(fifo_wr),
    .rd(fifo_rd),
    .data_in(fifo_data_in),
.clear(STAT_REG[4])
  );    
endmodule
--- ./run.sh ---
#!/bin/bash
# OpenROAD 26Q1-2900-gdf79404cd8, Yosys 0.63+post, stock flow scripts
make -C /OpenROAD-flow-scripts/flow DESIGN_CONFIG=/design/flow/config.mk WORK_HOME=/design/flow/orfs finish
--- ./config.mk ---
export PLATFORM = sky130hd
export DESIGN_NAME = master_module
export DESIGN_NICKNAME = master_module
export VERILOG_FILES = /design/flow/design.v
export SDC_FILE = /design/flow/constraint.sdc
export NUM_CORES = 4
export LEC_CHECK = 1
export CORE_UTILIZATION = 50
--- ./constraint.sdc ---
current_design master_module

set clk_period 4.9
set clk_io_pct 0.2

create_clock -name clk0 -period $clk_period [get_ports {clk}]

set non_clock_inputs [all_inputs -no_clocks]
set_input_delay [expr $clk_period * $clk_io_pct] -clock clk0 $non_clock_inputs
set_output_delay [expr $clk_period * $clk_io_pct] -clock clk0 [all_outputs]
==> flow_summary.yaml <==
# flow metrics
status:
  outcome: "finished, final reports clean"
timing:
  totalNegativeSetupSlack_ns: 0
  final-max-slew-violation-count: 0
  final.setup_skew_ns: 0.007508
  layout_worst_path_cycle_share: 0.8082
  worst-slew-pin-transition_ns: 0.7784
  hold_violations: 0
  setup_viol_count_final: 0
  final.hold.worst_slack_ns: 0.4912
  fmax_ghz: 0.2525
  max_slew_margin: 0.4811
  rsz0062_at_grt: "no"
  setup_slack_ns: 0.9396
  final_period_minus_worst_setup_slack_ns: 3.960
synth:
  yosysCellCount: 318
  netlist-cell-type-count: 45
  synth_warnings: 5
  synth_chip_area_um2: 5901
  postSynth.topFlopCell: "sky130_fd_sc_hd__edfxtp_1"
  syn-instance-count: 318
  async_set_or_reset_flop_fraction_in_the_synthesized_netlist: 0.08571
  edff_count_synth: 128
  synth_dominant_cell_count: "sky130_fd_sc_hd__edfxtp_1"
  synth_top_cell_by_area: "sky130_fd_sc_hd__edfxtp_1"
  area_leaders: "sky130_fd_sc_hd__edfxtp_1, sky130_fd_sc_hd__mux4_2, sky130_fd_sc_hd__dfrtp_1"
  yosysSeqAreaShare: 0.7023
  postSynthRegisterBits: 140
  netlist.area_leader.share: 0.6514
  post_synthesis_area_per_instance_um2: 18.56
  synth.cells.most_frequent: "sky130_fd_sc_hd__edfxtp_1, sky130_fd_sc_hd__mux4_2, sky130_fd_sc_hd__nand2_1"
  post_synthesis_instance_area_um2: 5901
global_route:
  grt_busiest_layer: "met1"
  grt_pass1_vias: 3231
  grt_overflow: 0
  initial_antenna_violation_count: 0
  groute.layer.met1.usage: 0.3856
  largest_net_degree_at_the_start_of_global_routing: 26
  grt_util_all_layers: 0.2330
  wire_length_of_the_first_global_routing_pass_mm: 18.82
  global_route.usage.met3: 0.1231
  gr-usage-met2: 0.3209
finish:
  layout-drive-gt1-share: 0.2398
  area_delta_synth_final_pct: 17.05
clock_tree:
  post-cts-setup-buffers: 0
  cts.sinks: 140
  cts_repair_resized_insts: 0
  cts_htree_levels: 4
  max-clock-path-buffers: 2
  cts_made_buffers: 17
  cts.reportedPaths.clkPinSlew_ns: 0.06
  clock_latency_ns: 0.42
  clock_tree_from_tritoncts: "yes"
  clock-root-buffer: "sky130_fd_sc_hd__clkbuf_16"
  cts-hold-fix-buffers: 0
pwr:
  static-leakage-power_nw: 2.399
  power_after_layout_mw: 3.551
  cellPowerDensity_nw_per_um2: 514.1
  irDropWorstVdd_mv: 0.5097
floorplan:
  chip_area_um2: 12240
  fp_util: 0.5146
  row_count: 39
  die_height_um: 110.6
  fp.dieW_um: 110.6
  io_pins: 24
  core_area_um2: 11470
route:
  route.antenna.remaining_nets: 0
  drtPass1Iterations: 4
  per_cell_via_count_in_the_routed_design: 5.825
  n_antenna_cell: 0
  drt_drc_violations_left: 0
  iteration_0_drc_count_of_the_detailed_router: 197
  drt-wirelength-per-cell_um: 23.93
  dr_total_vias: 2971
  drt_wl_total_mm: 12.20
critical_path:
  cp_cell_sequence: "buf_4 > mux4_2 > a211oi_2 > a21oi_1 > a22o_1 > clkdlybuf4s50_1"
  worst_path_max_delay_cell: "sky130_fd_sc_hd__dfrtp_2"
  critPathCaptureType: "output port"
  startpoint_type: "flop"
  worst_ep_arrival_time_ns: 2.98
  worst-setup-path-type: "reg2out"
  timing.critical_path.required_ns: 3.92
  critical_path.max_stage_delay_ns: 0.63
  critical_path_peak_fanout: 16
placed_design:
  port_buffers: 23
  dpl.hpwl_mm: 7.836
  dp_worst_setup_slack_ns: 1.214
  gp_congestion: 0.8325
flow_run:
  total_number_of_warnings_across_the_stage_logs: 28
  cap_viol_max_count: 0
min_path:
  hold_path.class: "reg2reg"
routing by layer:
metal / wire length [µm] / up-vias
li1: - / 1345
met1: 5046 / 1492
met2: 5511 / 123
met3: 1464 / 11
met4: 182 / 0
met5: 0 / -
cells in the final DEF, fill, tap and decap left out, types with 4 or more instances in the layout:
master / count
sky130_fd_sc_hd__a21oi_1: 9
sky130_fd_sc_hd__and2_1: 15
sky130_fd_sc_hd__and3_1: 15
sky130_fd_sc_hd__buf_4: 8
sky130_fd_sc_hd__bufinv_16: 4
sky130_fd_sc_hd__clkbuf_16: 17
sky130_fd_sc_hd__clkdlybuf4s50_1: 23
sky130_fd_sc_hd__clkinv_2: 4
sky130_fd_sc_hd__dfrtp_1: 11
sky130_fd_sc_hd__edfxtp_1: 128
sky130_fd_sc_hd__ha_1: 8
sky130_fd_sc_hd__inv_1: 7
sky130_fd_sc_hd__mux4_2: 32
sky130_fd_sc_hd__nand2_1: 18
sky130_fd_sc_hd__nand3_1: 5
sky130_fd_sc_hd__nor2b_1: 4
sky130_fd_sc_hd__xnor2_1: 4
sky130_fd_sc_hd__xor2_1: 6
final cells by class:
class / instances / area, µm²
fillers: 816 / 4561
flip-flops and latches: 140 / 4145
multi-input cells: 157 / 1644
clock buffers: 18 / 429.2
repair buffers: 31 / 290.3
clock inverters: 14 / 192.7
well taps: 143 / 178.9
inverters: 7 / 26.28
worst max-delay path, delay by kind of cell, from the launching register on:
family,cells,cell delay (ns)
AND-OR/OR-AND,3,0.53
buffers and inverters,2,0.80
flip-flops,1,0.63
multiplexers,1,0.59
through the flow:
stage,cell area [µm²],util,cells
2_1_floorplan,5901,-,318
3_3_place_gp,6285,0.5481,478
3_5_place_dp,6285,0.5481,478
4_1_cts,6907,0.6023,510
5_1_grt,6907,0.6023,510
6_report,6907,0.6023,510
logic make-up (layout without fill, tap and decap cells):
logic type / count (synthesis) / count (layout) / share of synthesized area
AOI/OAI and AO/OA: 26 / 26 / 0.03350
adders and majority gates: 8 / 8 / 0.01696
DFF: 140 / 140 / 0.7023
muxes: 38 / 38 / 0.1342
buffers and inverters: 21 / 70 / 0.01909
xor gates and xnor gates: 11 / 11 / 0.01760
and+or+nand+nor: 74 / 74 / 0.07634
state kept, by name, summed over array words and instances, names as in the netlist:
register and count:
fifo_mem.fifo_status.fifo_underflow 1, fifo_mem.fifo_mem.data_out2 128, fifo_mem.rd_pointer.rptr 5, fifo_mem.wr_pointer.wptr 5, fifo_mem.fifo_status.fifo_overflow 1
report_power, final:
part / switching [mW] / leakage [nW] / internal, mW
logic: 0.425 / 0.774 / 0.407
clock network: 0.488 / 0.302 / 0.853
registers: 0.0579 / 1.32 / 1.32
worst paths after layout:
check,from,to,slack [ns],cells past startpoint
max in group asynchronous,addr[0],fifo_mem.rd_pointer.rptr[0]$_DFFE_PP0P_,3.28,5
setup / recovery,fifo_mem.rd_pointer.rptr[0]$_DFFE_PP0P_,rdata[3],0.94,6
hold reg to reg,fifo_mem.wr_pointer.wptr[4]$_DFFE_PP0P_,fifo_mem.wr_pointer.wptr[4]$_DFFE_PP0P_,0.49,1
min in group asynchronous,wdata[4],fifo_mem.fifo_status.fifo_overflow$_DFF_PP0_,1.11,3
hold / removal,fifo_mem.wr_pointer.wptr[4]$_DFFE_PP0P_,fifo_mem.wr_pointer.wptr[4]$_DFFE_PP0P_,0.49,1
setup reg to reg,fifo_mem.rd_pointer.rptr[2]$_DFFE_PP0P_,fifo_mem.fifo_mem.data_out2[5][3]$_DFFE_PP_,1.79,8
Power figures rest on the tool's default switching activity, not on a simulated workload.
